--- /design/flow/design.v ---
`timescale 1ns / 1ps
module obstacles(
    input clk,
    input rst,
    input rand_bit,
    output reg [2:0] obstacle1 = 0,
    output reg [2:0] obstacle2 = 0,
    output reg [2:0] obstacle3 = 0,
    output reg [2:0] obstacle4 = 0
    );
    parameter start_cycles_per_tick = 60_000_000;
    parameter end_cycles_per_tick = 30_000_000;
    reg [31:0] counter = 0;
    reg [31:0] cycles_per_tick = start_cycles_per_tick;
    reg [1:0] wait_for_rand = 0;
    reg spawn_empty = 0;
    always @(posedge clk) begin
        counter <= counter + 1;
        if (rst) begin
            obstacle1 <= 0;
            obstacle2 <= 0;
            obstacle3 <= 0;
            obstacle4 <= 0;
            cycles_per_tick <= start_cycles_per_tick;
        end
        else if (counter >= cycles_per_tick - 1) begin
            counter <= 0;
            if (cycles_per_tick > end_cycles_per_tick) begin
                cycles_per_tick <= cycles_per_tick - 500_000;
            end
            if (spawn_empty) begin
                spawn_empty <= 0;
                obstacle4 <= obstacle3;
                obstacle3 <= obstacle2;
                obstacle2 <= obstacle1;
                obstacle1 <= 0;
            end
            else begin
                spawn_empty <= 1;
                obstacle4 <= obstacle3;
                obstacle3 <= obstacle2;
                obstacle2 <= obstacle1;
                obstacle1[0] <= rand_bit;
                wait_for_rand <= 1;
            end
        end
        else if (wait_for_rand > 0) begin
            wait_for_rand <= wait_for_rand + 1;
            if (wait_for_rand == 3) begin
                wait_for_rand <= 0;
                if (obstacle1 == 3'b111)
                    obstacle1 = 0;
            end
            obstacle1[wait_for_rand] <= rand_bit;
        end
    end
endmodule
--- /design/flow/run.sh ---
#!/bin/bash
# OpenROAD 26Q1-2900-gdf79404cd8, Yosys 0.63+post, stock flow scripts
make -C /OpenROAD-flow-scripts/flow DESIGN_CONFIG=/design/flow/config.mk WORK_HOME=/design/flow/orfs finish
--- /design/flow/config.mk ---
export PLATFORM = sky130hd
export DESIGN_NAME = obstacles
export DESIGN_NICKNAME = obstacles
export VERILOG_FILES = /design/flow/design.v
export SDC_FILE = /design/flow/constraint.sdc
export NUM_CORES = 4
export LEC_CHECK = 1
export CORE_UTILIZATION = 30
--- /design/flow/constraint.sdc ---
current_design obstacles

set clk_period 7.8
set clk_io_pct 0.2

create_clock -name clk0 -period $clk_period [get_ports {clk}]

set non_clock_inputs [all_inputs -no_clocks]
set_input_delay [expr $clk_period * $clk_io_pct] -clock clk0 $non_clock_inputs
set_output_delay [expr $clk_period * $clk_io_pct] -clock clk0 [all_outputs]
==> flow_summary.yaml <==
# yosys + openroad results
run:
  warnings: 28
  drv_cap: 0
yosys:
  yosysCellCount: 508
  synthFlopType: "dfxtp_1"
  synth-seq-cells: 74
  yosysWarningCount: 1
  yosysSeqAreaShare: 0.348
  syn_area_mm2: 0.00435
  edf_count: 3
  yosys.cell_types.count: 56
  post_synth.cell_area_avg_um2: 8.55
  async_flop_share: 0
  ys_chip_area_mm2: 0.00435
  netlist_instances: 508
finish:
  fillers: 1382
  syn2layout_area_growth_pct: 13.7
  post_route_cells_drive_above_1_share: 0.0712
  mostFrequentLayoutCell: "nor2_1"
  lay_top_cells: "75 x nor2_1, 71 x dfxtp_1, 38 x xor2_1"
  logic_area_mm2: 0.00265
  fin_util: 0.353
  flop_area_mm2: 0.00151
  fin_area_mm2: 0.00494
global_routing:
  grt_use_total: 0.129
  overflow: 0
  grt_pass1_vias: 3185
  grt_pass1_wl_um: 15400
  gr-usage-met3: 0.0247
  gr-usage-met2: 0.199
  grt_max_degree: 36
  antenna_found_initial: 0
  use_met1: 0.197
  busiest_layer: "met2"
critical_path:
  arrival_ns: 5.28
  crit_top_cell: "or3_4"
  cpPeakStageDelay_ns: 0.67
  critPathSlowestCell: "or4b_2"
  worstPathCellList: "or3_4 > or2_4 > or3_1 > or4_1 > or3_4 > nor3b_1 > xnor2_1 > ha_1 > nand4_1 > or2_2 > a2bb2oi_1 > buf_4 > nand2_1 > or4b_2 > a21oi_1"
  end_kind: "flip-flop"
  cp_max_fo: 13
  worstSetupPathType: "flip-flop to flip-flop"
  worst_ep_required_time_ns: 8.06
  startpoint_type: "flip-flop"
clocking:
  post-cts-setup-buffers: 0
  cts_buffer_depth: 2
  cts_made_buffers: 9
  hold_buffers: 0
  cts-root-buf: "clkbuf_16"
  clk_pin_slew_ns: 0.06
  cts.sinks: 74
  cts_resized: 0
  h-tree-depth: 3
  cts_tree: "built"
  clock_latency_ns: 0.33
placement:
  gp_congestion: 0.835
  dp_slack_ns: 2.83
  placed_area_mm2: 0.00462
  hpwlAfterDp_um: 6380
  portBuffers: 14
timing:
  timing.fmax_mhz: 199
  hold_viol_final: 0
  setup_viol: 0
  relSlewSlack: 0.531
  finalWorstSetupSlack_ns: 2.78
  final_max_slew_viol_count: 0
  rsz0062_at_grt: "no"
  post-route-period-util: 0.643
  finalClockSkew_ns: 0.00761
  max_slew.worst_pin.slew_ns: 0.704
  finalSetupTns_ns: 0
  fin_crit_ns: 5.02
power:
  power_frac_comb: 0.286
  ir_worst_vdd_uv: 164
  leakage_nw: 1.92
  pwr-share-seq: 0.384
  switching_share: 0.338
  internal_power_uw: 893
  p_per_area_mw_per_mm2: 273
  switchingPower_uw: 455
  power_frac_clock: 0.330
  p_total_mw: 1.35
detailed_routing:
  totalWireLength_um: 8960
  drt-initial-drc-count: 186
  insertedDiodeCount: 0
  ant_nets: 0
  via_per_inst: 4.93
  via_count: 3452
  drtPass1Iterations: 4
  wire_per_inst_um: 12.8
  drc: 0
floorplanning:
  die_area_mm2: 0.0150
  io_pins: 15
  row_count: 43
  fp.dieH_um: 122
  die_w_um: 122
  floorplan.core_util: 0.311
  core_area_mm2: 0.0140
run_status:
  run_status: "complete, no violations"
worst_hold_path:
  min_path_type: "flip-flop to flip-flop"
power groups by stage:
stage | combinational, mW | sequential, mW | clock (mW)
4_1_cts | 0.388 | 0.518 | 0.454
5_1_grt | 0.438 | 0.528 | 0.474
6_report | 0.386 | 0.518 | 0.445
cells by family after synthesis:
| logic type | after synthesis | share of synthesized area |
|---|---|---|
| AND/OR/NAND/NOR | 223 | 0.257 |
| flip-flops | 74 | 0.348 |
| adder cells (fa/ha/maj) | 33 | 0.0950 |
| multiplexers | 10 | 0.0230 |
| AND-OR/OR-AND | 66 | 0.102 |
| buffers and inverters | 37 | 0.0438 |
| XOR/XNOR | 65 | 0.131 |
flip-flops by register name, indices dropped and copies added (netlist names):
name / count
obstacle4: 3
spawn_empty: 1
counter: 32
obstacle1: 3
obstacle2: 3
cycles_per_tick: 27
wait_for_rand: 2
obstacle3: 3
cells in the mapped netlist, drive strengths merged (9+ instances only):
library cell	n	share of area
a21oi	16	0.018
and3	9	0.013
clkbuf	17	0.019
dfxtp	71	0.33
ha	33	0.095
inv	13	0.011
mux2i	10	0.023
nand2	35	0.030
nand3	26	0.030
nand4	18	0.026
nor2	76	0.066
nor3	12	0.014
nor4	10	0.014
o21ai	15	0.017
xnor2	27	0.054
xor2	38	0.077
per-layer routing:
metal,share of wire,vias up
li1,-,1802
met1,0.51,1590
met2,0.45,53
met3,0.032,7
met4,0.0095,0
met5,0,-
per-stage QoR:
step	instances	hold WS [ns]
floorplan	508	0.430
global placement	684	0.453
detailed placement	684	0.463
CTS	700	0.476
global route	700	0.488
finish	700	0.475
critical path: cells and delay by family, from the launching register on:
kind	cells	cell delay [ns]
DFF	1	0.39
and+or+nand+nor	10	3.65
xor gates and xnor gates	1	0.10
buffers and inverters	1	0.21
adders and majority gates	1	0.29
AOI/OAI and AO/OA	2	0.29
worst paths after layout:
| kind | start | to | slack, ns | cells past startpoint |
|---|---|---|---|---|
| setup / recovery | cycles_per_tick[19]$_SDFFE_PP0P_ | cycles_per_tick[29]$_SDFFE_PP0P_ | 2.78 | 15 |
| setup reg to reg | cycles_per_tick[19]$_SDFFE_PP0P_ | cycles_per_tick[29]$_SDFFE_PP0P_ | 2.78 | 15 |
| hold / removal | counter[0]$_DFF_P_ | counter[0]$_DFF_P_ | 0.47 | 1 |
| hold reg to reg | counter[0]$_DFF_P_ | counter[0]$_DFF_P_ | 0.47 | 1 |
area by class of cell:
type | count | share of cell area
tap | 180 | 0.0456
clock inverter | 6 | 0.0185
timing repair buffer | 20 | 0.0375
inverter | 13 | 0.00988
multi-input combinational | 397 | 0.536
sequential | 74 | 0.306
clock buffer | 10 | 0.0463
Power is estimated from default activity; no workload was simulated.
