==> flow/design.v <==
`timescale 1ns / 1ps
module display(
    input fast_hz,
    input [2:0] obstacle1,
    input [2:0] obstacle2,
    input [2:0] obstacle3,
    input [2:0] obstacle4,
    input [2:0] player,
    input [3:0] second_ones,
    input [3:0] second_tens,
    input [3:0] minute_ones,
    input [3:0] minute_tens,
    input game_over,
    output reg [6:0] seg,
    output reg [3:0] an
    );
    reg [2:0] an_on = 0;
    always @(posedge fast_hz) begin
            an_on <= an_on + 1;
            if (an_on == 0) begin
                an <= 4'b0111;
                if (game_over)
                    seg <= seg_val_score(minute_tens);
                else
                    seg <= seg_val(obstacle1);
            end
            else if (an_on == 1) begin
                an <= 4'b1011;
                if (game_over)
                    seg <= seg_val_score(minute_ones);
                else
                    seg <= seg_val(obstacle2);
            end
            else if (an_on == 2) begin
                an <= 4'b1101;
                if (game_over)
                    seg <= seg_val_score(second_tens);
                else
                    seg <= seg_val(obstacle3);
            end
            else begin
                an <= 4'b1110;
                if (game_over)
                    seg <= seg_val_score(second_ones);
                else
                    seg <= seg_val(player | obstacle4);
            end
    end
    function [6:0] seg_val;
    input [2:0] val;
    begin
        if (val == 0)
            seg_val = 7'b1111111;
        else if (val == 3'b100)
            seg_val = 7'b1110111;
        else if (val == 3'b010)
            seg_val = 7'b0111111;
        else if (val == 3'b001)
            seg_val = 7'b1111110;
        else if (val == 3'b110)
            seg_val = 7'b0110111;
        else if (val == 3'b011)
            seg_val = 7'b0111110;
        else if (val == 3'b101)
            seg_val = 7'b1110110;
        else
            seg_val = 7'b0110110;
    end
endfunction;
function [6:0] seg_val_score;
    input [3:0] val;
    begin
        if (val == 0)
            seg_val_score = 7'b1000000;
        else if (val == 1)
            seg_val_score = 7'b1111001;
        else if (val == 2)
            seg_val_score = 7'b0100100;
        else if (val == 3)
            seg_val_score = 7'b0110000;
        else if (val == 4)
            seg_val_score = 7'b0011001;
        else if (val == 5)
            seg_val_score = 7'b0010010;
        else if (val == 6)
            seg_val_score = 7'b0000010;
        else if (val == 7)
            seg_val_score = 7'b1111000;
        else if (val == 8)
            seg_val_score = 7'b0000000;
        else
            seg_val_score = 7'b0010000;
    end
endfunction;
endmodule
==> flow/run.sh <==
#!/bin/bash
# OpenROAD 26Q1-2900-gdf79404cd8, Yosys 0.63+post, stock flow scripts
make -C /OpenROAD-flow-scripts/flow DESIGN_CONFIG=/design/flow/config.mk WORK_HOME=/design/flow/orfs finish
==> flow/config.mk <==
export PLATFORM = sky130hd
export DESIGN_NAME = display
export DESIGN_NICKNAME = display
export VERILOG_FILES = /design/flow/design.v
export SDC_FILE = /design/flow/constraint.sdc
export NUM_CORES = 4
export LEC_CHECK = 1
export CORE_AREA = 10 10 87 87
export DIE_AREA = 0 0 97 97
==> flow/constraint.sdc <==
current_design display

set clk_period 3.8
set clk_io_pct 0.2

create_clock -name clk0 -period $clk_period [get_ports {fast_hz}]

set non_clock_inputs [all_inputs -no_clocks]
set_input_delay [expr $clk_period * $clk_io_pct] -clock clk0 $non_clock_inputs
set_output_delay [expr $clk_period * $clk_io_pct] -clock clk0 [all_outputs]
==> results_slide.txt <==
Physical Implementation Snapshot

Outcome
  – Status: complete, no violations

GRT
  – First-pass GRT wire length: 5616 um
  – Vias in the first global route: 1103
  – Total Routing Usage GR: 6.910%
  – GRT overflow: 0
  – Initial antenna violation count: 0
  – Largest net degree at the start of global routing: 24

Clock tree
  – Clk latency late pin: 240 ps
  – CTS Hold Bufs: 0
  – Clock Sinks: 14
  – CTS HTree Levels: 1
  – CTS tree: yes
  – Clk slew on worst S/H paths: 60 ps
  – Clock tree root driver cell: clkbuf_8
  – Setup Fix Bufs, Post-CTS: 0
  – CTS resizes: 0
  – Clock Tree Buf Depth: 2
  – CTS buffer count: 3

Place
  – DP Wirelength: 2790 um
  – Port buffer count: 43
  – DP Cell Count: 250
  – Final RePlAce weighted congestion: 0.8609

Die
  – Ports: 44
  – Die area: 9409 um^2
  – Row cnt: 27
  – DIE WIDTH: 97 um
  – Core Area: 5642 um^2
  – Die height: 97 um
  – Fp_density: 20.94%

Pwr
  – Power per cell area: 240.5 nW/um^2
  – Cell-internal power: 0.3052 mW
  – Peak supply drop: 102.7 uV
  – Leak: 0.5980 nW
  – Sequential group share of total power: 37.5%
  – Sw Pwr: 0.09854 mW
  – Clk network pwr share: 35.2%
  – Logic pwr share: 27.2%
  – Switching Share: 24.40%

Final layout
  – Non-filler instance count after layout: 254
  – Synth-to-Final Area Change: 42.16%
  – Share of layout cells above drive strength 1: 6.593%

Synth
  – Seq share, synth: 23.73%
  – Async S/R FF share, synth: 0%
  – Post-synthesis cell count: 150
  – EDFF count, synth: 0
  – Chip Area, Yosys: 1181 um^2
  – #FFs+latches synth: 14
  – Post-synthesis cell type count: 43
  – Avg Inst Size Synth: 7.874 um^2
  – Most common reg cell: dfxtp_1
  – Post-Syn Area: 1181 um^2
  – Synth warn: 1
  – Yosys Instances: 150

Worst setup path
  – CP Class: input pin to flip-flop
  – Flop-to-flop setup slack: 1930 ps
  – Critical Path Start Type: input pin
  – CP required: 3950 ps
  – CP startpoint: game_over
  – Crit path DAT: 2740 ps
  – CP Capture Type: flip-flop
  – R2R Path Start: an_on[0]
  – Critical-path maximum fanout: 23

Min path
  – Worst Hold Class: flip-flop to flip-flop
  – Hold path start: an_on[0]

Routing
  – Drt wl/cell: 13.56 um
  – 1st-iter DRT viols: 82
  – Total Wirelength: 3443 um
  – Via count: 1125
  – Ant. Diodes: 0
  – Via density: 4.429
  – Antenna Nets Post-Route: 0
  – Initial DRT Pass Iterations: 5
  – DRC: 0

Final timing
  – Worst-margin pin slew: 773.6 ps
  – Final Cycle Share: 68.03%
  – Skew final: 1.819 ps
  – Finish-stage setup viols: 0
  – Final setup TNS: 0 ps
  – Final slew viol count: 0
  – Final hold slack: 459.9 ps
  – Hold Vio Cnt, Final: 0
  – Clock period minus worst slack: 2585 ps
  – Fmax: 0.3868 GHz
  – Unrepaired setup endpoints after global routing: false
  – Max transition margin: 48.26%

Run
  – MaxCap Viol Count: 0
  – Tool warnings: 28
## routing by layer
layer | global-route usage (%) | wire (um) | vias up
met5 | 0 | 0 | -
met4 | 0.5637 | 21 | 0
met3 | 1.862 | 241 | 2
met2 | 9.509 | 1411 | 46
met1 | 10.70 | 1768 | 477
li1 | - | - | 600
## cell families (layout without fill, tap and decap cells)
kind of cell | count (synthesis) | in the layout | synth area share, %
AND-OR/OR-AND | 33 | 33 | 18.43
XOR/XNOR | 10 | 10 | 7.416
adder cells (fa/ha/maj) | 6 | 6 | 5.932
buffers and inverters | 23 | 55 | 9.110
flip-flops | 14 | 14 | 23.73
multiplexers | 3 | 3 | 2.542
AND/OR/NAND/NOR | 61 | 61 | 32.84
## final cells by class
cell class | count | area, um^2
Sequential cell | 14 | 280.3
Clock buffer | 4 | 55.05
Fill cell | 599 | 3963
Inverter | 8 | 30.03
Tap cell | 72 | 90.09
Timing Repair Buffer | 43 | 430.4
Multi-Input combinational cell | 113 | 793.3
## synthesized netlist by cell type (all sizes together), types with 3 or more instances
master	instances	area, um^2
mux2i	3	30.03
clkbuf	8	30.03
nand3	6	30.03
xor2	3	26.28
buf	7	47.54
dfxtp	14	280.3
nor2b	3	18.77
ha	4	50.05
xnor2	7	61.31
inv	8	30.03
nand2b	10	62.56
nand2	3	11.26
o22ai	4	25.02
o21ai	4	20.02
or3b	4	35.04
a21oi	10	50.05
nor2	14	52.55
nor4	5	65.07
nor3	6	30.03
## power by group through the flow
stage,Sequential [mW],Clock [mW],Combinational [mW]
after CTS,0.152,0.147,0.111
after global routing,0.152,0.153,0.121
final,0.152,0.142,0.110
## final timing paths
kind               to  cells past startpoint
max            seg[3]                      5
min reg2reg  an_on[0]                      1
max reg2reg    seg[3]                      5
min          an_on[0]                      1
## layout by cell type (no fill, tap or decap), types with 4 or more instances in the layout
cell / Yosys / final
o21ai_0: 4 / 4
inv_1: 8 / 8
nand2b_1: 10 / 10
nor2_1: 14 / 14
nor3_1: 6 / 6
xnor2_1: 7 / 7
nand3_1: 6 / 6
a21oi_1: 10 / 10
clkbuf_8: 0 / 4
clkdlybuf4s50_1: 0 / 43
ha_1: 4 / 4
o22ai_1: 4 / 4
dfxtp_1: 14 / 14
## through the flow
stage / power (mW) / util (%) / area [um^2] / setup slack [ps]
after floorplan: 0.2105 / - / 1181 / 2026
after detailed placement: 0.2648 / 28.79 / 1624 / 981.5
after global placement: 0.2650 / 28.79 / 1624 / 1045
after global routing: 0.4264 / 29.76 / 1679 / 1066
final: 0.4038 / 29.76 / 1679 / 1215
after CTS: 0.4094 / 29.76 / 1679 / 1231
## critical path: stages
cell	delay, ps
clkdlybuf4s50_1	970
nor2b_1	230
or3b_1	340
and3_1	190
nor4_2	240
## sequential cells by signal, summed over array words and instances, names as in the netlist
name	cells
seg	7
an_on	3
an	4
Power and IR drop assume default switching activity.
